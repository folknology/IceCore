**/design/flow/design.v**
```verilog
module blink(input clk, output led);
	reg [24:0] count;
	assign led = count[24];
	always @(posedge clk)
		count <= count + 1;
endmodule
module chip (
    input  clk,
    output [3:0] led
  );
  assign led[2:0] = 3'b111;
  blink my_blink (
    .clk   (clk),
    .led (led[3])
  );
endmodule
```
**/design/flow/run.sh**
```bash
#!/bin/bash
# OpenROAD 26Q1-2900-gdf79404cd8, Yosys 0.63+post, stock flow scripts
make -C /OpenROAD-flow-scripts/flow DESIGN_CONFIG=/design/flow/config.mk WORK_HOME=/design/flow/orfs finish
```
**/design/flow/config.mk**
```make
export PLATFORM = sky130hd
export DESIGN_NAME = chip
export DESIGN_NICKNAME = chip
export VERILOG_FILES = /design/flow/design.v
export SDC_FILE = /design/flow/constraint.sdc
export NUM_CORES = 4
export LEC_CHECK = 1
export CORE_AREA = 10 10 82 82
export DIE_AREA = 0 0 92 92
```
**/design/flow/constraint.sdc**
```tcl
current_design chip

set clk_period 3.5
set clk_io_pct 0.2

create_clock -name clk0 -period $clk_period [get_ports {clk}]

set non_clock_inputs [all_inputs -no_clocks]
set_input_delay [expr $clk_period * $clk_io_pct] -clock clk0 $non_clock_inputs
set_output_delay [expr $clk_period * $clk_io_pct] -clock clk0 [all_outputs]
```
==> results_dict.tcl <==
# collected from the flow reports
set metrics [dict create \
    setup_viol 0 \
    drt_first_iter_violations 27 \
    rr_startpoint "my_blink.count[0]" \
    hold_viol 0 \
    total_power_uw 448 \
    cts.sinks 25 \
    cts_hold_buf 0 \
    netlist_area_um2 1010 \
    fin_crit_ns 1.78 \
    dp_hpwl_um 943 \
    ys_types 17 \
    max_freq_mhz 563 \
    grt_max_degree 15 \
    clk_latency_ns 0.26 \
    drive_gt1_share_pct 10.8 \
    worst-setup-path-type "reg -> out" \
    post-route-period-util_pct 50.8 \
    hold_path.startpoint "my_blink.count[0]" \
    clkTransAtPathRegs_ns 0.08 \
    synth_seq_share_pct 49.3 \
    routedWlPerCell_um 7.74 \
    ys_warn_count 1 \
    grt_pass1_wl_mm 2.53 \
    first_global_vias 602 \
    ys_area_um2 1010 \
    die_y_um 92 \
    cp-end-kind "output pin" \
    cap_violations 0 \
    chipWidth_um 92 \
    p_per_area_nw_per_um2 395 \
    track_usage_pct 3.42 \
    avgSynthCellArea_um2 11.3 \
    pre_cts_slack_ns 2.00 \
    fin_skew_ns 0.00449 \
    rsz0062_at_grt "false" \
    reg2reg_slack_ns 2.01 \
    cp.buffers_inverters 1 \
    crit_arrival_ns 1.08 \
    drv_slew 0 \
    largest_reg_flops 25 \
    regMostFlops "my_blink.count" \
    pin_count 5 \
    wl_mm 1.26 \
    clockBufferDepth 2 \
    antenna_found_initial 0 \
    dr.pass1.iters 2 \
    core-area_um2 5070 \
    crit_chain "clkdlybuf4s50_1" \
    warnings 25 \
    htreeDepth 1 \
    avgViaCountPerCell 3.45 \
    reg.largest.list "my_blink.count (25)" \
    drtAntennaViolNets 0 \
    drc_errors 0 \
    setup_ws_ns 1.72 \
    n_antenna_cell 0 \
    ctsResizeCount 0 \
    path_delay_family "buffers and inverters" \
    portBuffers 1 \
    fin_cells 163 \
    ys_cells 90 \
    rows 26 \
    crit_path_top_delay_cell "clkdlybuf4s50_1" \
    via_count 563 \
    cts_tree "built" \
    crit_path_max_incr_delay_ns 0.47 \
    min_path_type "reg -> reg" \
    die_area_um2 8460 \
    leakage_nw 0.431 \
    dp_cells 159 \
    irDropWorstVdd_mv 0.128 \
    routabilityCongestion 0.733 \
    start_kind "flop" \
    worstSetupStartpoint "my_blink.count[24]" \
    critPathRequiredTime_ns 2.80 \
    post_cts_buffers 0 \
    setup_tns_ns 0 \
    floorplan.core_util_pct 20.0 \
    critPathMaxFanout 2 \
    gr-total-overflow 0 \
    synth_flop_count 25 \
    cts_buffers 3 \
    synthCells 90 \
    utilization_pct 22.4 \
    syn2layout_area_growth_pct 12.0 \
    root_buffer "clkbuf_8" \
    status "complete, no violations" \
]
-- metrics by stage --
step                hold slack, ns  area (um^2)
finish                       0.415         1140
CTS                          0.420         1140
global placement             0.392         1090
detailed placement           0.400         1090
floorplan                    0.383         1020
global route                 0.446         1140
-- path summary, 6_finish.rpt --
kind,to,cells past startpoint
max,led[3],1
max reg2reg,my_blink.count[18],5
min,my_blink.count[0],1
min reg2reg,my_blink.count[0],1
-- metal layers --
layer / share of wire [%] / vias up / track usage [%] / routed length [um]
li1: - / 305 / - / -
met2: 40 / 5 / 5.47 / 504
met5: 0 / - / 0 / 0
met3: 4.7 / 2 / 1.40 / 59
met4: 0.32 / 0 / 0.257 / 4
met1: 55 / 251 / 4.44 / 693
-- cell type report --
cell class | count | area [um^2]
Inverter | 2 | 7.51
Fill cell | 556 | 3940
Clock inverter | 1 | 5.00
Tap cell | 70 | 87.6
Multi-Input combinational cell | 61 | 484
Clock buffer | 3 | 41.3
Timing Repair Buffer | 1 | 10.0
Sequential cell | 25 | 500
-- worst register-to-register path: cells and delay by family, from the launching register on --
| family | cells | cell delay [ns] |
|---|---|---|
| simple gates | 3 | 0.67 |
| flops | 1 | 0.37 |
| fa+ha+maj | 1 | 0.21 |
| xor+xnor | 1 | 0.14 |
-- cells in the mapped netlist --
cell type	n	area share [%]
dfxtp_1	25	49
inv_1	2	0.74
and3_2	1	0.74
nand3_1	9	4.4
buf_4	4	3.0
and3_1	5	3.1
xnor2_1	15	13
nand2_1	4	1.5
nor4_4	2	4.2
xor2_1	8	6.9
nand4_1	4	2.5
ha_1	1	1.2
conb_1	1	0.37
and4_1	2	1.7
nand3_4	1	1.7
nor2_1	4	1.5
nand4_4	2	4.2
-- where the power goes --
group          total (mW)  internal [mW]  switching (mW)
Clock               0.164         0.0794          0.0847
Sequential          0.284          0.284               0
Combinational    0.000147              0        0.000146
-- layout by cell type, fill, tap and decap left out --
master	Yosys	routed
nor4_4	2	2
xnor2_1	15	15
nand4_1	4	4
inv_1	2	2
nor2_1	4	4
nand2_1	4	4
clkdlybuf4s50_1	0	1
and3_2	1	1
clkinv_2	0	1
nand3_1	9	9
ha_1	1	1
and3_1	5	5
nand4_4	2	2
xor2_1	8	8
and4_1	2	2
clkbuf_8	0	3
dfxtp_1	25	25
nand3_4	1	1
conb_1	1	3
-- logic make-up (layout without fill, tap and decap cells) --
group,after synthesis,in the layout,synth area share (%)
other cells,1,3,0.370
flops,25,25,49.3
simple gates,34,34,25.5
fa+ha+maj,1,1,1.23
xor+xnor,23,23,19.9
buf+inv,6,7,3.70
Power figures rest on the tool's default switching activity, not on a simulated workload.
