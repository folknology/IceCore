==> /design/flow/design.v <==
module trail(input clk, output [3:0] leds);
	assign leds = led;
	reg [22:0] count;
	reg [3:0] led = 4'b1;
	always @(posedge clk) begin
    count <= count + 1;
    if (count[22]) begin
  	count <= 0;
  	led <= {~led[0], led[3:1]};
	  end
	end
endmodule
==> /design/flow/run.sh <==
#!/bin/bash
# OpenROAD 26Q1-2900-gdf79404cd8, Yosys 0.63+post, stock flow scripts
make -C /OpenROAD-flow-scripts/flow DESIGN_CONFIG=/design/flow/config.mk WORK_HOME=/design/flow/orfs finish
==> /design/flow/config.mk <==
export PLATFORM = sky130hd
export DESIGN_NAME = trail
export DESIGN_NICKNAME = trail
export VERILOG_FILES = /design/flow/design.v
export SDC_FILE = /design/flow/constraint.sdc
export NUM_CORES = 4
export LEC_CHECK = 1
export CORE_AREA = 10 10 94 94
export DIE_AREA = 0 0 104 104
==> /design/flow/constraint.sdc <==
current_design trail

set clk_period 4.7
set clk_io_pct 0.2

create_clock -name clk0 -period $clk_period [get_ports {clk}]

set non_clock_inputs [all_inputs -no_clocks]
set_input_delay [expr $clk_period * $clk_io_pct] -clock clk0 $non_clock_inputs
set_output_delay [expr $clk_period * $clk_io_pct] -clock clk0 [all_outputs]
==> summary.txt <==
first-pass GRT wire length - 3339 um
Async SR Flop Fraction - 0%
Port Buffers - 4
Sw Share - 19.52%
maximum fanout along the worst path - 2
GRT Overall Usage - 3.436%
Worst-Margin Slew - 339.5 ps
Worst Hold Class - flop to flop
# IOs - 5
grt ovf - 0
total negative slack - 0 ps
Clock power frac - 36.0%
Sw Pwr - 71.13 uW
vias per inst - 3.636
status - finished clean
ANT nets after route - 0
antenna violations before repair - 0
floorplan utilization - 16.70%
syn_area_per_cell - 9.589 um2
cts repair resizes - 0
Post-synth regs - 27
normalized max-slew margin - 77.16%
final worst slack - 2654 ps
crit path buf inv count - 1
die area - 0.01082 mm2
CTS tree - built
most frequent logic cells in the routed design - 23 x dfxtp_1, 17 x nor2_1, 10 x xnor2_1
Reg2Reg Depth - 4
Final Skew - 4.943 ps
Yosys top cell by area - dfxtp_1
H-tree depth reported by CTS - 1
Slowest cell on crit path - clkdlybuf4s50_1
dominant register cell - dfxtp_1
Seq share, synth - 50.88%
Yosys Instances - 119
total number of vias - 800
Crit path depth - 1
clk slew on worst S/H paths - 90 ps
clk sinks - 27
Yosys chip area - 0.001141 mm2
CP max stage delay - 470 ps
maximum vdd drop - 111.3 uV
Clock Tree Buf Depth - 2
clock period minus worst slack - 2046 ps
Final GP Congestion - 0.8021
Cell Type Count - 26
# Post-CTS Setup Buffers - 0
Comb power frac - 0%
First DRT Iteration DRCs - 26
worst hold endpoint - led[0]$_DFFE_PP_
cts hold-fix bufs - 0
Log Warnings - 25
Final Hold Violating Endpoints - 0
hold depth - 0
residual DRC count - 0
Area Growth Syn to Fin - 17.65%
Post-DP HPWL - 1271 um
RSZ-0062 raised after global routing - no
CTS Buf Count - 3
Root Buffer - clkbuf_8
Rows - 30
RR Endpoint - count[21]$_SDFF_PP0_
Setup CP Type - flop to output pin
mapped cell area - 0.001141 mm2
Crit. End Element - output pin
Skew-Pair Late Insertion Delay - 270 ps
number of enable flip-flop cells - 4
Crit Reg-Reg Startpoint - count[2]$_SDFF_PP0_
crit path DRT - 3760 ps
final setup fails - 0
WHS - 465.2 ps
Post-Route WL - 1818 um
ANT cells - 0
critical path launch point type - flop
Seq pwr share - 64.0%
maxcap violations - 0
Cells after Synth - 119
Leak - 0.4807 nW
final-report max-slew violation count - 0
post-synth top area share - 40.35%
Yosys warning total - 1
Pwr Density - 271.5 mW/mm2
CP top delay family - buffers and inverters
internal power - 293.3 uW
Die Width - 104 um
most frequent logic cell in the layout - dfxtp_1
first-pass detailed-route iteration total - 4
CORE AREA - 0.006832 mm2
cell chain of the critical path - clkdlybuf4s50_1
R2R Setup Slk - 2760 ps
CP arrival - 1110 ps
final period utilization - 43.52%
Hold Crit Start - led[1]$_DFFE_PP_
share of cells above drive strength 1 - 6.452%
wire per inst - 8.264 um
fmax - 488.9 MHz
pre-CTS setup slack - 2779 ps
vias in the first global route - 769
largest net degree at the start of global routing - 30
Die Ht - 104 um
Top area cell types - dfxtp_1 40%, edfxtp_1 11%, xnor2_1 7.7%, nor2_1 5.6%, nand3_1 3.5%
==> cell type report <==
type / count / area (um2)
repair buffers: 5 / 47.55
multi-input cells: 83 / 526.8
flip-flops and latches: 27 / 580.6
clock buffers: 3 / 41.29
well taps: 96 / 120.1
fillers: 771 / 5489
inverters: 5 / 18.77
clock inverters: 1 / 7.507
==> registers in the layout, summed over array words and instances, names as in the netlist <==
signal / cells
count: 23
led: 4
==> power groups by stage <==
stage     sequential [mW]  combinational (mW)  clock, mW
4_1_cts             0.233         0.000000227      0.138
5_1_grt             0.233         0.000000227      0.148
6_report            0.233         0.000000227      0.131
==> kinds of logic (layout without fill, tap and decap cells) <==
family                     after synthesis  after routing  synth area share [%]
AOI/OAI and AO/OA                       10             10                 5.262
adders and majority gates                1              1                 1.096
and+or+nand+nor                         57             57                 27.85
xor gates and xnor gates                13             13                 9.978
muxes                                    2              2                 1.974
buffers and inverters                    9             14                 2.960
DFF                                     27             27                 50.88
==> through the flow <==
step	cell area (um2)	util (%)	std cells	power, mW
after floorplan	1141	-	119	0.2386
after global placement	1294	18.94	216	0.2386
after detailed placement	1294	18.94	216	0.2386
after CTS	1343	19.65	220	0.3714
after global routing	1343	19.65	220	0.3812
final	1343	19.65	220	0.3645
==> Yosys cell counts (2+ instances only) <==
master    number
a21oi_1        5
clkbuf_1       4
dfxtp_1       23
edfxtp_1       4
inv_1          5
mux2_1         2
nand2_1        4
nand3_1        8
nand4_1        3
nor2_1        17
nor2b_1        3
nor3_1         4
nor4_1         5
o31ai_1        4
or2_1          2
or3_1          2
or4_1          4
xnor2_1       10
xor2_1         3
==> worst max path at each step <==
stage                start       to  slack (ps)
4_1_cts   led[2]$_DFFE_PP_  leds[2]        2620
5_1_grt   led[2]$_DFFE_PP_  leds[2]        2580
6_report  led[2]$_DFFE_PP_  leds[2]        2650
==> routing by layer <==
metal	global-route usage, %	vias to the layer above	part of all wire (%)
met5	0	-	0
li1	-	428	-
met2	5.270	12	40
met4	0.1988	0	0
met1	4.666	360	54
met3	1.378	0	5.8
Power figures rest on the tool's default switching activity, not on a simulated workload.
